File: flow/design.v
`timescale 1ns / 1ps
module programMemory(
    input logic [9:0] addr,
    output logic [13:0] d_out,
    input logic reset
);
logic [13:0] data_ROM [0:1023];
logic [13:0] d_rom;
always_comb
begin
    case (addr)
        10'h0: d_rom    = 14'b11_0000_0000_0000;  
        10'h1: d_rom    = 14'b11_0000_0001_0010;  
        10'h2: d_rom    = 14'b11_0000_0001_0011;  
        10'h3: d_rom    = 14'b11_0100_0010_0011;  
        10'h4: d_rom    = 14'b00_0100_0000_0100;  
        default: d_rom  = 14'b00_0000_0000_0000;  
    endcase
end
assign d_out = (reset === 1) ? 0 : d_rom;    
endmodule    
File: flow/run.sh
#!/bin/bash
# OpenROAD 26Q1-2900-gdf79404cd8, Yosys 0.63+post, stock flow scripts
make -C /OpenROAD-flow-scripts/flow DESIGN_CONFIG=/design/flow/config.mk WORK_HOME=/design/flow/orfs finish
File: flow/config.mk
export PLATFORM = sky130hd
export DESIGN_NAME = programMemory
export DESIGN_NICKNAME = programMemory
export VERILOG_FILES = /design/flow/design.v
export SDC_FILE = /design/flow/constraint.sdc
export NUM_CORES = 4
export LEC_CHECK = 1
export CORE_AREA = 10 10 70 70
export DIE_AREA = 0 0 80 80
File: flow/constraint.sdc
current_design programMemory

set clk_period 1.4
set clk_io_pct 0.2

create_clock -name clk0 -period $clk_period

set non_clock_inputs [all_inputs -no_clocks]
set_input_delay [expr $clk_period * $clk_io_pct] -clock clk0 $non_clock_inputs
set_output_delay [expr $clk_period * $clk_io_pct] -clock clk0 [all_outputs]
==> results.txt <==
run metrics: combinational share of power 100.0%, fillers 397, Final Wtd Congestion 0.782, Worst path slowest cell or4_4, most numerous logic cell after layout buf_2, ys cells 24, Comb gate area 189 sq um, most used cell, CP buf_6, port buffer count 19, Max Cap Viol 0, status complete, but fails checks, setup repair after global routing missed its margin yes, Clk network pwr share 0%, Cell Type Count 13, Rows 21, Slew Limit Fails 0, Synth Area per Inst 6.41 sq um, vias per std cell 2.68, I/O pin total 25, Crit. path cell count 6, CLK BUF 0, Req. time, crit path 1120 ps, Antenna Violating Nets Remaining 0, total number of vias 260, Switching Share 42.4%, DRT Pass-1 Iters 1, total core area 3420 sq um, PwrDens 149 nW/um^2, worst hold path class in -> out, DR WL/cell 9.87 um, chip area 6400 sq um, Worst Path Max Fanout 4, most frequent cells in the layout buf_2 (12), buf_6 (8), conb_1 (6), layout cell share with drive strength beyond 1 70.6%, ANT cells 0, Post-DP HPWL 672 um, hold path depth 5, largest net degree at the start of global routing 7, TNS Setup -2460 ps, Seq cells 0, Synth Seq Share 0%, failing checks setup timing, worst path bufs/invs 4, FF/Latch Area 0 sq um, first-pass GRT wire length 1.48 mm, post-layout util 14.6%, critical-path cell list buf_6 > or4_4 > buf_6 > buf_4 > nor3_2 > buf_2, worst vdd ir 0.0236 mV, Final WS setup -354 ps, fmax 0.570 GHz, remaining routing DRC violations 0, number of global-route vias before repair 286, static leakage 0.220 nW, initial antenna violation count 0, CP max stage delay 540 ps, critical path class in -> out, Pint 0.0429 mW, startpoint types input pin, CP arrival 1470 ps, Area Overhead vs Synth 224%, Die Ht 80 um, cycle use final 125%, hold buffers post-CTS 0, Cells after Synth 24, FP Util 4.51%, die width 80 um, total track usage 2.70%, 1st-iter DRT viols 0, Layout Cells excl Fill 97, Crit path max-delay family simple AND/OR/NAND/NOR gates, register share of total power 0%, Netlist Area Pre-Place 154 sq um, setup violators final 8, YS chip area 154 sq um, count of tool warnings 35, Worst setup EP type output port, dpl cells 91, Psw 0.0316 mW, clock period minus worst slack 1750 ps, grt ovf 0, detailed-route wire length 957 um, Yosys warning total 1, Final Hold Viols 0
## synth_stat cells
| library cell | instances | area share, % |
|---|---|---|
| nand3b_1 | 1 | 4.9 |
| nor2_1 | 1 | 2.4 |
| clkbuf_2 | 1 | 3.2 |
| buf_4 | 7 | 34 |
| a211oi_1 | 1 | 4.9 |
| inv_1 | 1 | 2.4 |
| nor3_1 | 3 | 9.8 |
| or3b_2 | 1 | 5.7 |
| clkbuf_1 | 1 | 2.4 |
| nor4_1 | 3 | 12 |
| or4_1 | 2 | 9.8 |
| conb_1 | 1 | 2.4 |
| xnor2_1 | 1 | 5.7 |
## what timing repair did
action                     4_1_cts  5_1_grt
pin swaps                        9        3
gates resized                   68        3
hold endpoints to repair         0        0
buffers inserted                 6        1
setup endpoints to repair        8        8
## metrics by stage
step / worst slack [ps] / total power, mW / hold slack [ps] / area [sq um]
floorplan: -66.1 / 0.0249 / 575 / 190
global placement: -1080 / 0.0571 / 1600 / 413
detailed placement: -1160 / 0.0577 / 1600 / 413
CTS: -345 / 0.0703 / 986 / 475
global route: -399 / 0.0810 / 1020 / 499
finish: -354 / 0.0745 / 992 / 499
## cell families (layout without fill, tap and decap cells)
logic type,after synthesis,in the layout,share of synthesized area (%)
AOI/OAI and AO/OA,1,1,4.88
xor gates and xnor gates,1,1,5.69
buffers and inverters,10,32,42.3
other,1,6,2.44
and+or+nand+nor,11,11,44.7
## cell type report
class / instances / share of cell area [%]
repair buffers: 31 / 49.9
multi-input cells: 19 / 37.8
well taps: 46 / 11.5
inverters: 1 / 0.752
## per-layer routing
layer	vias up	track usage (%)	wire length, um
li1	127	-	-
met5	-	0	0
met1	118	2.97	360
met2	15	5.14	503
met3	0	0.909	93
met4	0	0	0
## tightest hold or removal path, cell delays in order
cell	delay [ps]
buf_6	60
or4_4	120
buf_4	110
nor4_4	40
buf_2	100
## final timing paths
| path | startpoint | slack, ps | to |
|---|---|---|---|
| setup / recovery | addr[8] | -350 | d_out[5] |
| hold / removal | addr[4] | 990 | d_out[1] |
## power groups by stage
stage,logic [mW],clock network [mW],registers [mW]
global route,0.0810,0,0
CTS,0.0703,0,0
finish,0.0745,0,0
No activity file was given, so power comes from the tool's default toggle rates.
