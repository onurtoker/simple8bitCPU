$ cat ./run.sh
#!/bin/bash
# OpenROAD 26Q1-2900-gdf79404cd8, Yosys 0.63+post, stock flow scripts
make -C /OpenROAD-flow-scripts/flow DESIGN_CONFIG=/design/flow/config.mk WORK_HOME=/design/flow/orfs finish
$ cat ./config.mk
export PLATFORM = sky130hd
export DESIGN_NAME = RISCuva0
export DESIGN_NICKNAME = RISCuva0
export VERILOG_FILES = /design/flow/design.v
export SDC_FILE = /design/flow/constraint.sdc
export NUM_CORES = 4
export LEC_CHECK = 1
export CORE_UTILIZATION = 50
$ cat ./constraint.sdc
current_design RISCuva0

set clk_period 10.7
set clk_io_pct 0.2

create_clock -name clk0 -period $clk_period [get_ports {clk}]

set non_clock_inputs [all_inputs -no_clocks]
set_input_delay [expr $clk_period * $clk_io_pct] -clock clk0 $non_clock_inputs
set_output_delay [expr $clk_period * $clk_io_pct] -clock clk0 [all_outputs]
$ cat ./design.v
`timescale 1ns / 1ps
module RISCuva0 ( clk, reset,
 				  progAddress, progData, progReset,
 				  dataIn, dataOut,
				  portAddress, portRead, portWrite,
 				  intReq, intAck );
	input 	clk, reset; 		 
	output [9:0] progAddress; 	 
	input [13:0] progData; 		 
	output progReset; 			 
	input [7:0] dataIn; 		 
	output [7:0] dataOut; 		 
	output [7:0] portAddress; 	 
	output portRead; 			 
	output portWrite; 			 
	input intReq; 				 
	output intAck; 				 
    logic [7:0] dataBus; 					 
	logic [2+9:0] stackValue; 				 
	logic zeroFlag, carryFlag; 				 
	logic [13:0] opCode; 	
	logic [1:0] opA; 
	logic [1:0] opB;
	logic [1:0] opC;
	logic [3:0] rM;
	logic [3:0] rN;
	logic [9:0] immAddr;
	logic [7:0] immData;
	logic [4:0] immPort;
	assign opCode = progData; 	 
	assign opA = opCode[13:12];  
	assign opB = opCode[11:10];  
	assign opC = opCode[ 9: 8];  
	assign rM = opCode[ 7: 4]; 	 
	assign rN = opCode[ 3: 0]; 	 
	assign immAddr = opCode[ 9:0];  
	assign immData = opCode[11:4];  
	assign immPort = opCode[ 8:4];  
    logic MISC, JP, LOAD, ALU, CALL, GOTO, RETS, MOVOUT, RETN, RETI;
	logic DI, EI, FLAG_Z, FLAG_NZ, FLAG_C, FLAG_NC, LOGIX, ARITH;
	logic SHIFT, MOVIN, MOV, XNOR, OR, AND, ADD, ADC, SUB, SBC, ASR;
	logic RRC, ROR, ROL, IND, SEQ, DIR; 
    assign MISC = (opA == 2'b00);
	assign JP = (opA == 2'b01);
	assign LOAD = (opA == 2'b10);
	assign ALU = (opA == 2'b11);
	assign CALL = (opB == 2'b00);
	assign GOTO = (opB == 2'b01);
	assign RETS = (opB == 2'b10);
	assign MOVOUT = (opB == 2'b11);
	assign RETN = (opC == 2'b00);
	assign RETI = (opC == 2'b01);
	assign DI = (opC == 2'b10);
	assign EI = (opC == 2'b11);
	assign FLAG_Z = (opB == 2'b00);
	assign FLAG_NZ = (opB == 2'b01);
	assign FLAG_C = (opB == 2'b10);
	assign FLAG_NC = (opB == 2'b11);
	assign LOGIX = (opB == 2'b00);
	assign ARITH = (opB == 2'b01);
	assign SHIFT = (opB == 2'b10);
	assign MOVIN = (opB == 2'b11);
	assign MOV = (opC == 2'b00);
	assign XNOR = (opC == 2'b01);
	assign OR = (opC == 2'b10);
	assign AND = (opC == 2'b11);
	assign ADD = (opC == 2'b00);
	assign ADC = (opC == 2'b01);
	assign SUB = (opC == 2'b10);
	assign SBC = (opC == 2'b11);
	assign ASR = (opC == 2'b00);
	assign RRC = (opC == 2'b01);
	assign ROR = (opC == 2'b10);
	assign ROL = (opC == 2'b11);
	assign IND = (opC == 2'b00);
	assign SEQ = (opC == 2'b01);
	assign DIR = (opC >= 2'b10); 	
	logic [7:0] registerFile[0:15]; 			 
	always@(posedge clk)
	begin
	    if (reset)
	    begin
	       registerFile[0] <= 0;
	       registerFile[1] <= 1;
	    end   
		else if (LOAD | ALU)
			registerFile[rN] <= dataBus; 	 
	end
	logic [7:0] busN;
	assign busN = registerFile[rN]; 	 
	logic [7:0] busM;
	assign busM = registerFile[rM]; 	 
	logic [7:0] nextPort;
	always@(posedge clk)
	begin
        if (reset)
            nextPort <= 0;
        else if (portRead | portWrite)
            nextPort <= portAddress + 1; 	 
    end
	assign dataOut = busN; 					 
	assign portRead = ALU & MOVIN; 			 
	assign portWrite = MISC & MOVOUT; 		 
	assign portAddress = IND ? busM : 		 
						 SEQ ? nextPort :	 
							   {3'b111,immPort};  
	logic logicCarry;
	assign logicCarry = AND ? 1'b1 : OR ? 1'b0 : carryFlag;
	logic [7:0] logicALU;
	assign logicALU = AND ? busN & busM :
						  OR ?  busN | busM :
						  XNOR ? busN ~^ busM :
									 	 busM ; 
	logic [7:0] arithALU, altM;
	logic arithCarry, x, y, z;
	assign x = ADD ? 1'b0 : ADC ? carryFlag :
			   SUB ? 1'b1 : ~carryFlag;
	assign altM = (SUB | SBC) ? ~busM : busM;
	assign {z, arithALU, y} = {busN, 1'b1} + {altM, x};
	assign arithCarry = (SUB | SBC) ? ~z : z; 
	logic [7:0] shiftALU;
	logic shiftCarry;
	assign {shiftALU, shiftCarry} =
						ASR ? {busN[7], busN} :
						RRC ? {carryFlag, busN} :
						ROR ? {busN[0], busN} :
							  {busN[6:0], busN[7], busN[7]};
	always_comb
	begin
        dataBus = 8'b0;
        dataBus = ((LOAD | MISC) == 1)          ? immData   : dataBus;
        dataBus = (((ALU | JP) & LOGIX) == 1)   ? logicALU  : dataBus;
        dataBus = (((ALU | JP) & ARITH) == 1)   ? arithALU  : dataBus;
        dataBus = (((ALU | JP) & SHIFT) == 1)   ? shiftALU  : dataBus;
        dataBus = (((ALU | JP) & MOVIN) == 1)   ? dataIn    : dataBus;         
	end
	logic userEI, callingIRQ, intAck;
	logic mayIRQ;
	assign mayIRQ = ! (MISC & RETS
				  | MISC & MOVOUT
				  | ALU & MOVIN);
	logic validIRQ;
	assign validIRQ = intReq & ~intAck & userEI & mayIRQ;
	logic [9:0] destIRQ;
	assign destIRQ = callingIRQ ? 10'h001 : 10'h000;
	always@(posedge clk)
	begin
		if (reset) 					 userEI <= 0;
		else if (MISC & RETS & DI)   userEI <= 0;
		else if (MISC & RETS & EI)   userEI <= 1;
		if (reset) 					 intAck <= 0;
		else if (validIRQ) 			 intAck <= 1;
		else if (MISC & RETS & RETI) intAck <= 0;
		if (reset) 					 callingIRQ <= 0;
		else 						 callingIRQ <= validIRQ;
	end
	always@(posedge clk)
	begin
		if (MISC & RETS & RETI) 	 
			{carryFlag,zeroFlag} <= stackValue[11:10];
		else begin
			if (LOAD | ALU)  
				zeroFlag <= (dataBus == 8'h00);
			if (ALU & ~MOVIN)  
				carryFlag <= LOGIX ? logicCarry :
							 SHIFT ? shiftCarry :
									 arithCarry ;
		end
	end
	logic [9:0] PC;
	logic [9:0] nextPC, incrPC;
    logic validFlag;
	assign validFlag = FLAG_Z ?   zeroFlag :
				 	 FLAG_NZ ? ~zeroFlag :
					 FLAG_C ?  carryFlag :
							  ~carryFlag ; 	
	logic onRet;
	assign onRet = MISC & RETS & (RETN | RETI);
	logic onJump;
	assign onJump = MISC & (GOTO | CALL) | JP & validFlag;
	assign incrPC = PC + (callingIRQ ? 0 : 1);
	always_comb
	begin
	   nextPC = 10'b0;
	   nextPC = (!(onRet == 1) | !(onJump == 1))      ? incrPC : nextPC;
	   nextPC = (onRet == 1)                          ? stackValue[9:0]    : nextPC;
       nextPC = (onJump == 1)                         ? immAddr | destIRQ : nextPC;
	end
	always@(posedge clk)
	begin
        if (reset)
            PC <= 0;
        else
            PC <= nextPC;
    end
	assign progAddress = nextPC;
	assign progReset = (reset == 1) ? 1 : validIRQ; 
	logic [3:0] SP;  
	always@(posedge clk)
	begin
		if (reset) 							SP <= 0;
		else if (MISC & CALL) 				SP <= SP + 1;
		else if (MISC & RETS & (RETN|RETI)) SP <= SP - 1;
	end
	logic [3:0] mySP;
	assign mySP = (CALL | GOTO) ? SP : SP - 1;
	logic [2+9:0] stackMem[0:15]; 		 
	always@(posedge clk)
	begin
		if (MISC & CALL)  
			stackMem [mySP] <= {carryFlag, zeroFlag, incrPC};
	end
	assign stackValue = stackMem[mySP]; 
endmodule 	 
==> flow_metrics.tcl <==
# yosys + openroad results
set metrics [dict create \
    powerDensity_nw_per_um2 171 \
    cts.clk_slew.worst_paths_ps 60 \
    nFillCells 2509 \
    cts_num_sinks 347 \
    ys_chip_area_um2 16900 \
    drtPass1Iterations 5 \
    grt_pass1_wl_mm 67.9 \
    dp_hpwl_mm 29.5 \
    die_width_um 186 \
    ys_seq_frac 0.602 \
    worst_ir_drop_vdd_mv 0.128 \
    areaGrowthSynthToFinish_pct 15.2 \
    tns_ps 0 \
    clock_skew_ps 20.9 \
    p_total_mw 3.33 \
    insertedDiodeCount 0 \
    rsz0062_at_grt "false" \
    numCtsBuffers 38 \
    die-area_um2 34500 \
    crit_type "input port to output pin" \
    fin_crit_sh 0.758 \
    maxCapViolations 0 \
    clk_latency_ps 540 \
    overflow 0 \
    cts_tree "done" \
    drc 0 \
    grt_antenna_before_repair 1 \
    worstPathRequired_ps 8560 \
    portBuffers 54 \
    yosys_most_used_dff "edfxtp_1" \
    critPathLaunchType "input port" \
    postCtsResizedCells 0 \
    ys_ff 347 \
    grt_max_degree 51 \
    avgSynthCellArea_um2 15.3 \
    tool_warnings 35 \
    cp_max_fo 38 \
    edf_count 322 \
    placed_area_um2 18200 \
    ant_nets 0 \
    leakage_nw 6.62 \
    io_pins 55 \
    postCtsSetupBuffers 0 \
    outcome "finished, final reports clean" \
    hold_viol 0 \
    clockBufferDepth 3 \
    yosysCellCount 1103 \
    wl_mm 45.3 \
    syn_area_um2 16900 \
    min_path_type "register to register" \
    slew_viol_final 0 \
    synth_warnings 1 \
    grt_pass1_vias 11000 \
    via_per_inst 6.22 \
    core_um2 32900 \
    ctsHtreeMaxLevel 2 \
    drive_above_1_share 0.223 \
    fp-utilization 0.514 \
    post-route-min-period_ps 8110 \
    slew-limit-headroom 0.348 \
    rows 66 \
    dr_total_vias 10400 \
    setup_violations 0 \
    fin_area_um2 19500 \
    grt_usage 0.305 \
    clockRootBuffer "clkbuf_16" \
    hold_buffers 0 \
    cp.arrival_ps 5970 \
    die_h_um 186 \
    timing.fmax_mhz 123 \
    first_iter_violations 749 \
    wl_per_cell_um 27.1 \
    synthArstFlopShare 0 \
    end_kind "output pin" \
    place_congestion 0.948 \
    worstMarginPinSlew_ps 974 \
    synth_cells 1103 \
    yosysUniqueCellTypes 71 \
]
==> state kept, by name, indices dropped and copies added, names as in the netlist, 4 cells and up <==
register      flops
stackMem        192
registerFile    128
PC               10
nextPort          8
SP                4
==> synthesized netlist by cell type, types with 3 or more instances <==
cell type,count,area share
a211oi_1,15,0.0067
a21o_1,5,0.0022
a21oi_1,39,0.012
a221oi_1,9,0.0047
a22oi_1,16,0.0071
and2_1,7,0.0026
and3_1,6,0.0022
buf_1,4,0.00089
buf_2,17,0.0050
buf_4,7,0.0031
buf_6,7,0.0047
clkbuf_1,26,0.0058
dfxtp_1,25,0.030
edfxtp_1,322,0.57
ha_1,30,0.022
inv_1,34,0.0075
mux2_2,13,0.0087
mux2i_1,47,0.028
mux4_2,114,0.15
nand2_1,58,0.013
nand2b_1,16,0.0059
nand3_1,18,0.0053
nand3b_1,6,0.0027
nand4_1,5,0.0019
nor2_1,79,0.018
nor2b_1,26,0.0096
nor3_1,16,0.0047
nor3b_1,3,0.0013
o211ai_1,9,0.0040
o21a_1,3,0.0013
o21ai_0,18,0.0053
o21ai_1,4,0.0012
o22ai_1,8,0.0030
or2_2,5,0.0019
or3_1,6,0.0022
or3b_2,3,0.0016
or4_1,3,0.0013
xnor2_1,22,0.011
xor2_1,9,0.0047
==> cell families (layout without fill, tap and decap cells) <==
family,after synthesis,count (layout),synth area share
flip-flops,347,347,0.602
AND/OR/NAND/NOR,264,264,0.0773
multiplexers,176,176,0.190
AND-OR/OR-AND,154,154,0.0617
buffers and inverters,98,226,0.0277
XOR/XNOR,33,33,0.0180
adder cells (fa/ha/maj),31,31,0.0234
==> where the power goes <==
group,switching (mW),internal [mW]
Combinational,0.254,0.190
Clock,0.537,0.810
Sequential,0.0120,1.52
Total,0.803,2.52
==> final timing paths <==
kind	startpoint	to	slack, ps	cells after the start
setup / recovery	progData[11]	progAddress[1]	2590	10
hold / removal	nextPort[1]	nextPort[1]	450	2
setup reg to reg	registerFile[4][2]	zeroFlag	6290	14
hold reg to reg	nextPort[1]	nextPort[1]	450	2
==> area by class of cell <==
type,count,area [µm²],share of cell area
flip-flops and latches,347,10200,0.522
multi-input cells,658,6300,0.324
clock buffers,48,1030,0.0529
repair buffers,119,1010,0.0518
well taps,442,553,0.0284
clock inverters,22,263,0.0135
inverters,37,139,0.00713
==> cell usage in the layout (no fill, tap or decap), drive strengths merged, types with 18 or more instances in the layout <==
cell	instances
buf	69
clkbuf	48
dfxtp	25
clkdlybuf4s50	50
nor2b	26
mux4	114
nor2	79
inv	39
nand2	58
o21ai	23
ha	30
edfxtp	322
a21oi	39
nand3	18
mux2i	48
xnor2	24
==> critical path, cell delays in order <==
cell,delay (ps)
clkdlybuf4s50_1,450
buf_4,330
xnor2_4,150
buf_4,620
buf_4,410
mux4_2,530
mux4_2,470
mux2i_1,300
o21ai_1,130
clkdlybuf4s50_1,410
==> stage by stage <==
stage	instances	utilization	setup WS [ps]	hold WS [ps]
final	1673	0.592	2590	452
after CTS	1673	0.592	2580	455
after global routing	1673	0.592	2290	473
after detailed placement	1603	0.553	2590	447
after global placement	1603	0.553	2620	437
after floorplan	1103	-	4440	427
==> layer usage <==
metal	routed length, µm	up-vias	GRT usage
li1	-	4566	-
met1	16700	5092	0.436
met2	19600	665	0.413
met3	7810	86	0.214
met4	1060	4	0.0554
met5	150	-	0.0341
Power and IR drop assume default switching activity.
